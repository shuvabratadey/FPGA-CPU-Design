File: flow/run.sh
#!/bin/bash
# OpenROAD 26Q1-2900-gdf79404cd8, Yosys 0.63+post, stock flow scripts
make -C /OpenROAD-flow-scripts/flow DESIGN_CONFIG=/design/flow/config.mk WORK_HOME=/design/flow/orfs finish
File: flow/config.mk
export PLATFORM = sky130hd
export DESIGN_NAME = CPU_EEPROM
export DESIGN_NICKNAME = CPU_EEPROM
export VERILOG_FILES = /design/flow/design.v
export SDC_FILE = /design/flow/constraint.sdc
export NUM_CORES = 4
export LEC_CHECK = 1
export CORE_UTILIZATION = 50
File: flow/constraint.sdc
current_design CPU_EEPROM

set clk_period 27.0
set clk_io_pct 0.2

create_clock -name clk0 -period $clk_period [get_ports {clk}]

set non_clock_inputs [all_inputs -no_clocks]
set_input_delay [expr $clk_period * $clk_io_pct] -clock clk0 $non_clock_inputs
set_output_delay [expr $clk_period * $clk_io_pct] -clock clk0 [all_outputs]
File: flow/design.v
module CPU_EEPROM(clk, reset, PC, Data, Out, carry, parity, sign, zero);
input clk, reset;
output reg [12:0] PC;
input [7:0] Data;
output reg [7:0] Out;
output reg carry;	 
output reg parity;	 
output reg sign;	 
output reg zero;	 
integer count = 0;
reg update = 0;
reg [7:0] A;
reg [7:0] B;
reg [7:0] C;
reg [12:0] Stack_mem [15:0];	 
reg [7:0] inst;
reg [3:0] SP;
initial
begin
count = 0;
update = 0;
A = 8'b00000000;
B = 8'b00000000;
C = 8'b00000000;
Out = 8'b00000000;
carry = 0;
parity <= 0;
sign <= 0;
zero <= 0;
PC = 13'b0000000000000;
SP = 4'b1111;
end
always @(posedge clk)
begin
	if(!reset)
	begin
	count = 0;
	update = 0;
	A = 8'b00000000;
	B = 8'b00000000;
	C = 8'b00000000;
	Out = 8'b00000000;
	carry = 0;
	parity <= 0;
	sign <= 0;
	zero <= 0;
	PC = 13'b0000000000000;
	SP = 13'b1111;
	end
	count = count + 1'b1;
	if(count > 50000000)
	begin
		count = 0;
		if(!update)
			inst = Data;
		if(inst != 8'b11111111)
		begin
			if(!update)
				PC = PC + 1'b1;
			case(inst)
			8'b00000000: 
			begin
				{carry, A} = A + B;
				parity <= ~^A;
				sign <= A[7];
				zero <= ~| A;
			end
			8'b00000001: 
			begin
				{carry, A} = A + C;
				parity <= ~^A;
				sign <= A[7];
				zero <= ~| A;
			end
			8'b00000010: 
			begin
				if(update)
					begin
						Stack_mem[SP] = PC;
						PC = {B[4:0], C};
						{carry, A} = A + Data;
						parity <= ~^A;
						sign <= A[7];
						zero <= ~| A;
						PC = Stack_mem[SP];
						update = 0;
					end
					else
					begin
						update = 1;
					end
			end
			8'b00000011: 
			begin
				A = A - B;
				carry = 0;
				parity <= ~^A;
				sign <= A[7];
				zero <= ~| A;
			end
			8'b00000100: 
			begin
				A = A - C;
				carry = 0;
				parity <= ~^A;
				sign <= A[7];
				zero <= ~| A;
			end
			8'b00000101: 
			begin
				if(update)
					begin
						Stack_mem[SP] = PC;
						PC = {B[4:0], C};
						A = A - Data;
						carry = 0;
						parity <= ~^A;
						sign <= A[7];
						zero <= ~| A;
						PC = Stack_mem[SP];
						update = 0;
					end
					else
					begin
						update = 1;
					end
			end
			8'b00000110: 
			begin
				A = A | B;
				carry = 0;
				parity <= ~^A;
				sign <= A[7];
				zero <= ~| A;
			end
			8'b00000111: 
			begin
				A = A | C;
				carry = 0;
				parity <= ~^A;
				sign <= A[7];
				zero <= ~| A;
			end
			8'b00001000: 
			begin
				if(update)
					begin
						Stack_mem[SP] = PC;
						PC = {B[4:0], C};
						A = A | Data;
						carry = 0;
						parity <= ~^A;
						sign <= A[7];
						zero <= ~| A;
						PC = Stack_mem[SP];
						update = 0;
					end
					else
					begin
						update = 1;
					end
			end
			8'b00001001: 
			begin
				A = A & B;
				carry = 0;
				parity <= ~^A;
				sign <= A[7];
				zero <= ~| A;
			end
			8'b00001010: 
			begin
				A = A & C;
				carry = 0;
				parity <= ~^A;
				sign <= A[7];
				zero <= ~| A;
			end
			8'b00001011: 
			begin
				if(update)
					begin
						Stack_mem[SP] = PC;
						PC = {B[4:0], C};
						A = A & Data;
						carry = 0;
						parity <= ~^A;
						sign <= A[7];
						zero <= ~| A;
						PC = Stack_mem[SP];
						update = 0;
					end
					else
					begin
						update = 1;
					end
			end
			8'b00001100: 
			begin
				A = A ^ B;
				carry = 0;
				parity <= ~^A;
				sign <= A[7];
				zero <= ~| A;
			end
			8'b00001101: 
			begin
				A = A ^ C;
				carry = 0;
				parity <= ~^A;
				sign <= A[7];
				zero <= ~| A;
			end
			8'b00001110: 
			begin
				if(update)
					begin
						Stack_mem[SP] = PC;
						PC = {B[4:0], C};
						A = A ^ Data;
						carry = 0;
						parity <= ~^A;
						sign <= A[7];
						zero <= ~| A;
						PC = Stack_mem[SP];
						update = 0;
					end
					else
					begin
						update = 1;
					end
			end
			8'b00001111:
			begin
				PC = {B[4:0], C};
			end
			8'b00010000:
			begin
				if(carry)
				begin
					PC = {B[4:0], C};
				end
			end
			8'b00010001:
			begin
				if(parity)
				begin
					PC = {B[4:0], C};
				end
			end
			8'b00010010:
			begin
				if(sign)
				begin
					PC = {B[4:0], C};
				end
			end
			8'b00010011:
			begin
				if(zero)
				begin
					PC = {B[4:0], C};
				end
			end
			8'b00010100:
			begin
				Stack_mem[SP] = PC;
				SP = SP - 1'b1;
				PC = {B[4:0], C};
			end
			8'b00010101:
			begin
				if(carry)
				begin
					Stack_mem[SP] = PC;
					SP = SP - 1'b1;
					PC = {B[4:0], C};
				end
			end
			8'b00010110:
			begin
				if(parity)
				begin
					Stack_mem[SP] = PC;
					SP = SP - 1'b1;
					PC = {B[4:0], C};
				end
			end
			8'b00010111:
			begin
				if(sign)
				begin
					Stack_mem[SP] = PC;
					SP = SP - 1'b1;
					PC = {B[4:0], C};
				end
			end
			8'b00011000:
			begin
				if(zero)
				begin
					Stack_mem[SP] = PC;
					SP = SP - 1'b1;
					PC = {B[4:0], C};
				end
			end
			8'b00011001:	
			begin
				SP = SP + 1'b1;
				PC = Stack_mem[SP];
			end
			8'b00011010:	
			begin
				A = {A[6:0], A[7]};
				carry = 0;
				parity <= ~^A;
				sign <= A[7];
				zero <= ~| A;
			end
			8'b00011011:	
			begin
				A = {A[0], A[7:1]};
				carry = 0;
				parity <= ~^A;
				sign <= A[7];
				zero <= ~| A;
			end
			8'b00011100:	
			begin
				Out = A;
			end
			8'b00011101:	
			begin
				{carry, A} = A + 1'b1;
				parity <= ~^A;
				sign <= A[7];
				zero <= ~| A;
			end
			8'b00011110:	
			begin
				B = B + 1'b1;
			end
			8'b00011111:	
			begin
				C = C + 1'b1;
			end
			8'b00100000:	
			begin
				A = A - 1'b1;
				carry = 0;
				parity <= ~^A;
				sign <= A[7];
				zero <= ~| A;
			end
			8'b00100001:	
			begin
				B = B - 1'b1;
			end
			8'b00100010:	
			begin
				C = C - 1'b1;
			end
			8'b00100011:	
			begin
				A = 0;
				carry = 0;
				parity <= 0;
				sign <= 0;
				zero <= 0;
			end
			8'b00100100:	
			begin
				B = 0;
			end
			8'b00100101:	
			begin
				C = 0;
			end
			8'b00100110:	
			begin
				A = ~A;
				carry = 0;
				parity <= ~^A;
				sign <= A[7];
				zero <= ~| A;
			end
			8'b00100111:	
			begin
				B = ~B;
			end
			8'b00101000:	
			begin
				C = ~C;
			end
			8'b00100110:	
			begin
				A = ~A;
				carry = 0;
				parity <= ~^A;
				sign <= A[7];
				zero <= ~| A;
			end
			8'b00100110:	
			begin
				A = ~A;
				carry = 0;
				parity <= ~^A;
				sign <= A[7];
				zero <= ~| A;
			end
			8'b00100110:	
			begin
				A = ~A;
				carry = 0;
				parity <= ~^A;
				sign <= A[7];
				zero <= ~| A;
			end
			8'b00101011:
			begin
				if(update)
					begin
						{carry, A} = A + Data;
						parity <= ~^A;
						sign <= A[7];
						zero <= ~| A;
						PC = PC + 1'b1;
						update = 0;
					end
					else
					begin
						update = 1;
					end
			end
			8'b00101100: 
			begin
				if(update)
					begin
						A = A - Data;
						carry = 0;
						parity <= ~^A;
						sign <= A[7];
						zero <= ~| A;
						PC = PC + 1'b1;
						update = 0;
					end
					else
					begin
						update = 1;
					end
			end
			8'b00101101: 
			begin
				if(update)
					begin
						A = A | Data;
						carry = 0;
						parity <= ~^A;
						sign <= A[7];
						zero <= ~| A;
						PC = PC + 1'b1;
						update = 0;
					end
					else
					begin
						update = 1;
					end
			end
			8'b00101110: 
			begin
				if(update)
					begin
						A = A & Data;
						carry = 0;
						parity <= ~^A;
						sign <= A[7];
						zero <= ~| A;
						PC = PC + 1'b1;
						update = 0;
					end
					else
					begin
						update = 1;
					end
			end
			8'b00101111: 
			begin
				if(update)
					begin
						A = A ^ Data;
						carry = 0;
						parity <= ~^A;
						sign <= A[7];
						zero <= ~| A;
						PC = PC + 1'b1;
						update = 0;
					end
					else
					begin
						update = 1;
					end
			end
			8'b00110000: 
			begin
				A = B;
				carry = 0;
				parity <= ~^A;
				sign <= A[7];
				zero <= ~| A;
			end
			8'b00110001: 
			begin
				B = C;
			end
			8'b00110010: 
			begin
				C = B;
			end
			8'b00110011: 
			begin
				A = C;
				carry = 0;
				parity <= ~^A;
				sign <= A[7];
				zero <= ~| A;
			end
			8'b00110100:
			begin
				if(update)
				begin
					A = Data;
					carry = 0;
					parity <= ~^A;
					sign <= A[7];
					zero <= ~| A;
					PC = PC + 1'b1;
					update = 0;
				end
				else
				begin
					update = 1;
				end
			end
			8'b00110101:
			begin
				if(update)
					begin
						B = Data;
						PC = PC + 1'b1;
						update = 0;
					end
					else
					begin
						update = 1;
					end
			end
			8'b00110110:
			begin
				if(update)
					begin
						C = Data;
						PC = PC + 1'b1;
						update = 0;
					end
					else
					begin
						update = 1;
					end
			end
			8'b00110111:	
			begin
				Stack_mem[SP] = A;
				SP = SP - 1'b1;
			end
			8'b00111000:	
			begin
				SP = SP + 1'b1;
				A = Stack_mem[SP];
			end
			8'b00111001:	
			begin
			end
			8'b00111010:
			begin
				Stack_mem[SP] = A;
				A = B;
				B = Stack_mem[SP];
			end
			8'b00111011:
			begin
				Stack_mem[SP] = A;
				A = C;
				C = Stack_mem[SP];
			end
			8'b00111100:
			begin
				Stack_mem[SP] = B;
				B = C;
				C = Stack_mem[SP];
			end
			8'b00111101:
			begin
				A = {A[3:0], A[7:4]};
			end
			8'b00111110:
			begin
				B = {B[3:0], B[7:4]};
			end
			8'b00111111:
			begin
				C = {C[3:0], C[7:4]};
			end
			endcase
		end
	end
end
endmodule
==> COMMIT_EDITMSG <==
Store results of the implementation flow

- Count of filler cells inserted in the layout: 5,249
- Setup total negative slack on the finished layout was measured at 0 ns.
- The number of warnings reported in the stage logs is 75.
- Cell count listed in synth_stat.txt: 3,883
- TritonCTS reports the number of clock sinks as 302.
- Entering global routing, the biggest net connects 70 pins.
- PortBufs: 34
* Max Freq: 0.08919 GHz
- The global route stage reports its total congestion overflow as 0.
- In this run, post-CTS hold repair placed 0 buffers.
* IR drop worst, VDD: 0.04215 mV
- The clock network is responsible for 50.8% of the overall power.
- Largest buffer count on any clock path: 3
* Number of distinct standard cells referenced by the synthesized netlist: roughly 110
- Net switching is 26.28% of the power.
* Static Leakage: 12.11 nW
- Ys Warns: 2
- The number of antenna violations at the first check in global routing is 10.
* Post-detailed-placement cell area: 0.03166 mm2
- In this run the layout overhead on the synthesized area is reported as 10.19%.
- Number of standard cells after synthesis: 3,883
- Worst Path Class, Setup: input port to flop
* Final RePlAce weighted congestion: 1.228
* Post-Synthesis Mean Instance Area: around 7.7 um2
- The transition time recorded at the tightest slew-check pin is 1.513 ns.
- Depth of the CTS H-tree: 2
- Number of endpoints with negative hold slack in the final report: 0
* Pins Over Slew Limit: 3
- The HPWL after detailed placement is approximately 130 mm.
- Register area share after synthesis: between 20% and 30%
- Among all stages on the critical path, the largest delay is contributed by sky130_fd_sc_hd__clkinv_1.
- Maximum fanout encountered on the critical timing path: approximately 51
- Count of state elements after synthesis: 302
- The first global-routing pass estimated 255.8 mm of wire.
* Combinational power share: 7.0%
* Clock transition at the registers of the reported paths: roughly 0.060 ns
* Core utilization at floorplan: approximately 50%
- The number of setup buffers added after CTS is 0.
- The die covers 0.06108 mm2.
* CTS tree: yes
- For this run, asynchronously set or reset flops after synthesis account for 0%.
* Critical path's largest stage delay: 0.91 ns
* Data required time at the worst endpoint: 27.50 ns
- 35 I/O pins were placed.
- Late-Pin Clk Latency: 0.66 ns
- Minimum clock period: 11.21 ns
- The script computed a power per unit cell area of 35.25 mW/mm2.
- The area recorded from the Yosys report for this design is 0.03005 mm2.
- Per the final layout report, the fraction of cells sized above drive strength 1 comes to 8.701%.
- Resized Gates After CTS: 0
* Length of the first detailed-routing pass in iterations: 29
- Note that the worst hold path type here is flop to flop.
* Violated checks: max-slew violations
- In the finished design, the share of the clock period the worst path needs comes to between 40% and 50%.
- After routing the design area is 0.03311 mm2.
* Dominant synthesized flop cell: sky130_fd_sc_hd__edfxtp_1
* Total net switching power: 306.7 uW
- Cells along the critical path: buf_6 > buf_4 > nand2_1 > clkinv_1 > ha_1 > nor2b_1 > o2111ai_1 > o221ai_1 > o41ai_1 > xnor2_1 > ha_1 > xor2_1 > xnor2_1 > o22ai_1 > a211oi_1 > nand4_1 > o21bai_1 > a21oi_1
- Kind of start point of the critical path: input port
- Inserted Clock Buffers: ~40
- Outcome: finished, violations left
- Final setup viols: 0
- Die Y: 247.1 um
- Maxcap violations: 0
- Number of vias in the routed layout: around 37,000
- According to the floorplan log, the row count is ~90.
- Setup repair after global routing left no endpoint under its margin.
- Post-synthesis instance area: between 0.03 and 0.04 mm2
- In the final routed layout, each cell accounts on average for roughly 38 um.
* Cell Int Power: around 860 uW
- After detailed routing, the total wire length is about 180 mm.
- Seq pwr share: 42.3%
* Die Width: 247.1 um
- Vias per std cell: 7.940
- Flip-flops with a built-in enable: about 220
- STA classifies the critical path endpoint as a flop.
- On the final layout, the worst clock skew is a little over 0.05 ns.
- The routed layout reports a DRC error count of 0.
* Data arrival time of the critical path: around 12 ns
* Max-slew headroom: -0.8951%
* Placeable core area: 0.05924 mm2
- Number of global-route vias before repair: 35,280
- Violation count after the first detailed-route iteration: approximately 6,600
- Global router's overall resource usage: roughly three fifths
- Clock Tree Root: sky130_fd_sc_hd__clkbuf_16
* Tally of nets with antenna violations remaining after routing: 0
==> per-stage QoR <==
stage / setup WS [ns] / total power, mW / hold slack (ns) / cells / utilization [%]
after floorplan: 14.02 / 0.5501 / 0.4335 / 3883 / -
after global placement: 15.80 / 0.5771 / 0.4671 / 4594 / 53.44
after detailed placement: 15.76 / 0.5777 / 0.4723 / 4594 / 53.44
after CTS: 16.35 / 1.155 / 0.4800 / 4667 / 55.81
after global routing: 15.92 / 1.184 / 0.4988 / 4673 / 55.88
final: 15.79 / 1.167 / 0.4771 / 4675 / 55.89
==> sequential cells by signal, indices dropped and copies added (netlist names), 4 cells and up <==
name       cells
count         32
B              8
SP             4
A              8
C              8
inst           8
PC            13
Out            8
Stack_mem    208
==> routing by layer <==
layer / GRT usage (%) / vias up / part of all wire (%)
met1: 65.52 / 16820 / 30
met3: 43.16 / 1618 / 18
met2: 78.55 / 3970 / 38
met5: 20.10 / - / 0.52
li1: - / 14680 / -
met4: 55.83 / 38 / 13
==> power groups by stage <==
stage	combinational [mW]	clock (mW)	sequential (mW)
global route	0.0833	0.608	0.493
finish	0.0811	0.593	0.493
CTS	0.0749	0.587	0.493
==> cells in the final DEF, fill, tap and decap left out, drive strengths merged, types with 22 or more instances in the layout <==
master         netlist  final
or3                 27     27
inv                115    116
nor4                46     46
o22ai              104    104
xnor2              132    132
or4                 22     22
clkdlybuf4s50        0     33
o21ai              278    278
o221ai              36     36
nand3               99     99
mux2i               71     71
a211oi              47     47
buf                 89    196
a222oi              24     24
nand4               75     75
edfxtp             216    216
o211ai              26     26
xor2                45     45
dfxtp               86     86
a22o                27     27
nor2               373    373
nand2              536    536
ha                 173    173
clkbuf             200     47
and2                45     45
nor3                75     75
a31oi               56     56
a221oi              51     51
a21oi              316    316
a22oi               76     76
and3                27     27
==> cells by family after synthesis <==
| group | Yosys count | share of synthesized area [%] |
|---|---|---|
| fa+ha+maj | 179 | 7.604 |
| compound gates | 1303 | 29.17 |
| mux | 80 | 2.702 |
| buf+inv | 410 | 5.588 |
| flops | 302 | 27.32 |
| simple gates | 1432 | 22.47 |
| xor+xnor | 177 | 5.159 |
==> worst paths after layout <==
kind | startpoint | endpoint | slack, ns | cells past startpoint
worst max-delay path | reset | parity | 15.79 | 18
worst max register to register | SP[0] | C[3] | 20.91 | 15
worst min-delay path | Out[2] | Out[2] | 0.48 | 2
worst min register to register | Out[2] | Out[2] | 0.48 | 2
==> worst max-delay path: cells and delay by family <==
family / cells / cell delay, ns
AOI/OAI and AO/OA: 7 / 1.84
buffers and inverters: 3 / 1.48
and+or+nand+nor: 3 / 1.20
adders and majority gates: 2 / 0.96
xor gates and xnor gates: 3 / 0.74
==> synth_stat cells (all sizes together) (24+ instances only) <==
master	instances	area share (%)
a211oi	47	1.2
a21oi	316	5.3
a221oi	51	1.5
a222oi	24	0.80
a22o	27	0.82
a22oi	76	1.9
a31oi	56	1.2
and2	45	0.94
and3	27	0.56
buf	89	1.6
clkbuf	200	2.5
dfxtp	86	5.7
edfxtp	216	22
ha	173	7.2
inv	115	1.4
mux2i	71	2.4
nand2	536	6.7
nand3	99	1.7
nand4	75	1.6
nor2	373	4.7
nor3	75	1.3
nor4	46	1.1
o211ai	26	0.67
o21ai	278	4.6
o221ai	36	1.0
o22ai	104	2.2
or3	27	0.58
xnor2	132	3.8
xor2	45	1.3
==> cell type report <==
type	instances	area, um2	share of cell area [%]
Clock buffer	47	1037	3.133
Timing Repair Buffer	229	1807	5.457
Antenna cell	6	15.01	0.04535
Inverter	121	459.2	1.387
Multi-Input combinational cell	3171	20250	61.15
Tap cell	773	967.2	2.921
Clock inverter	26	369.1	1.115
Sequential cell	302	8208	24.79
Power figures rest on the tool's default switching activity, not on a simulated workload.
